## flow/run.sh

```bash
#!/bin/bash
# OpenROAD 26Q1-2900-gdf79404cd8, Yosys 0.63+post, stock flow scripts
make -C /OpenROAD-flow-scripts/flow DESIGN_CONFIG=/design/flow/config.mk WORK_HOME=/design/flow/orfs finish
```

## flow/config.mk

```make
export PLATFORM = sky130hd
export DESIGN_NAME = univ_add_sub
export DESIGN_NICKNAME = univ_add_sub
export VERILOG_FILES = /design/flow/design.v
export SDC_FILE = /design/flow/constraint.sdc
export NUM_CORES = 4
export LEC_CHECK = 1
export CORE_AREA = 10 10 70 70
export DIE_AREA = 0 0 80 80
```

## flow/constraint.sdc

```tcl
current_design univ_add_sub

set clk_period 4.8
set clk_io_pct 0.2

create_clock -name clk0 -period $clk_period

set non_clock_inputs [all_inputs -no_clocks]
set_input_delay [expr $clk_period * $clk_io_pct] -clock clk0 $non_clock_inputs
set_output_delay [expr $clk_period * $clk_io_pct] -clock clk0 [all_outputs]
```

## flow/design.v

```verilog
module univ_add_sub(a,b,m,s,cout);
input [3:0] a,b;
input m;
output [3:0] s;
output cout;
wire [3:0] t;
assign t = b ^ {4{m}};
assign {cout,s} = a + t + m;
endmodule
```

==> flow_metrics.py <==
# Physical implementation metrics
metrics = {
    "sta": {
        "finalSetupTns_ps": 0,
        "fin_crit_sh_pct": 85.0,
        "setup_violations": 0,
        "finalWorstSetupSlack_ps": 719,
        "worstMarginPinSlew_ps": 275,
        "final_hold_viol_count": 0,
        "clock.fmax_mhz": 245,
        "min_period_ps": 4080,
        "slew-limit-headroom_pct": 81.6,
        "rsz0062_at_grt": "false",
        "maxSlewViolCount": 0,
        "hold_ws_ps": 2890,
    },
    "pwr": {
        "peakVddDrop_mv": 0.0538,
        "intPower_uw": 33.0,
        "p_total_uw": 50.9,
        "p_leak_nw": 0.134,
        "power.density_nw_per_um2": 135,
        "p_sw_uw": 17.9,
        "clkPwrFrac_pct": 0,
        "p_seq_share_pct": 0,
        "power_frac_comb_pct": 100.0,
        "swShare_pct": 35.2,
    },
    "placed_design": {
        "io_buffers": 14,
        "post-place-ws_ps": 689,
        "dp_cells": 80,
        "dpl.hpwl_um": 566,
        "place.gp.congestion": 0.776,
    },
    "yosys": {
        "postSynthSeqShare_pct": 0,
        "syn_avg_cell_area_um2": 9.01,
        "synth_cell_types": 12,
        "netlist_instances": 20,
        "yosysTopAreaCellShare_pct": 24.3,
        "largest_area_cell": "xor2_1",
        "topCellsByArea": "xor2_1 24%, ha_1 21%, fa_1 11%",
        "yosysChipArea_um2": 180,
        "synth_area_um2": 180,
        "yosys_cells": 20,
        "ys_warn_count": 0,
    },
    "route": {
        "viasPerCell": 2.55,
        "routed_wl_um": 605,
        "ant_nets": 0,
        "drcViolationCount": 0,
        "drtIter0Drc": 3,
        "n_antenna_cell": 0,
        "firstDrtPassIters": 2,
        "wl_per_cell_um": 7.56,
        "vias": 204,
    },
    "job": {
        "warning_count": 32,
        "maxCapViolations": 0,
    },
    "floorplanning": {
        "fp.dieH_um": 80,
        "die-area_um2": 6400,
        "placementRows": 21,
        "core_area_um2": 3420,
        "fp.dieW_um": 80,
        "ios": 14,
        "initial_core_util_pct": 5.27,
    },
    "clocking": {
        "hold_buffers": 0,
        "cts_resized": 0,
        "post_cts_buffers": 0,
    },
    "finish": {
        "drive_gt1_share_pct": 2.94,
        "fin_cells": 80,
        "seq_area_um2": 0,
        "lay_top_cells": "14 x clkdlybuf4s50_1, 5 x xor2_1, 3 x ha_1",
        "area_growth_pct": 110,
        "ff_count": 0,
        "nClkBuffers": 0,
        "lay_top_count": "clkdlybuf4s50_1",
        "nFillCells": 408,
        "combGateArea_um2": 176,
    },
    "worst_hold_path": {
        "min_path_type": "primary input to output pin",
        "hold_depth": 3,
    },
    "worst_setup_path": {
        "end_kind": "output pin",
        "required_ps": 3840,
        "critPathLaunchType": "primary input",
        "critPathMaxFanout": 5,
        "arrival_ps": 3120,
        "path_class": "primary input to output pin",
    },
    "global_routing": {
        "first_global_vias": 214,
        "grt_pass1_wl_um": 966,
        "grt_max_degree": 6,
        "overflow": 0,
        "track_usage_pct": 1.83,
        "antenna_found_initial": 0,
    },
    "status": {
        "status": "finished clean",
    },
}
-- cell type report --
class / count / share of cell area (%)
multi-input combinational: 19 / 46.7
timing repair buffer: 14 / 37.1
tap: 46 / 15.2
inverter: 1 / 0.993
-- critical path, stage by stage --
cell and delay, ps:
clkdlybuf4s50_1 490, xor2_1 180, ha_1 310, inv_1 80, or4_1 510, nand4_1 100, clkdlybuf4s50_1 480
-- worst paths after layout --
check,from,end,slack (ps)
min,a[0],s[0],2890
max,m,s[3],720
-- kinds of logic (layout without fill, tap and decap cells) --
group | after synthesis | after routing | synth area share, %
buffers and inverters | 1 | 15 | 2.08
xor gates and xnor gates | 5 | 5 | 24.3
muxes | 1 | 1 | 8.33
and+or+nand+nor | 5 | 5 | 20.1
AOI/OAI and AO/OA | 4 | 4 | 13.2
adders and majority gates | 4 | 4 | 31.9
-- power groups by stage --
stage	combinational (mW)	clock, mW	sequential (mW)
after CTS	0.0526	0	0
after global routing	0.0577	0	0
final	0.0509	0	0
-- cells in the mapped netlist --
| library cell | n |
|---|---|
| inv_1 | 1 |
| a31oi_1 | 1 |
| a21oi_1 | 2 |
| nor4b_1 | 1 |
| xor2_1 | 5 |
| ha_1 | 3 |
| or4_1 | 1 |
| nand4_1 | 2 |
| fa_1 | 1 |
| nor3b_1 | 1 |
| mux2_4 | 1 |
| o21bai_1 | 1 |
-- through the flow --
| step | util (%) | area (um^2) |
|---|---|---|
| after floorplan | - | 180 |
| after global placement | 11.1 | 378 |
| after detailed placement | 11.1 | 378 |
| after CTS | 11.1 | 378 |
| after global routing | 11.1 | 378 |
| final | 11.1 | 378 |
-- metal layers --
layer / vias to the layer above / wire, um / GRT usage [%]
li1: 107 / - / -
met1: 84 / 390 / 3.24
met2: 13 / 159 / 2.01
met3: 0 / 55 / 0.568
met4: 0 / 0 / 0
met5: - / 0 / 0
Power and IR drop assume default switching activity.
